--- ./run.sh ---
#!/bin/bash
# OpenROAD 26Q1-2900-gdf79404cd8, Yosys 0.63+post, stock flow scripts
make -C /OpenROAD-flow-scripts/flow DESIGN_CONFIG=/design/flow/config.mk WORK_HOME=/design/flow/orfs finish
--- ./config.mk ---
export PLATFORM = sky130hd
export DESIGN_NAME = regfile
export DESIGN_NICKNAME = regfile
export VERILOG_FILES = /design/flow/design.v
export SDC_FILE = /design/flow/constraint.sdc
export NUM_CORES = 4
export LEC_CHECK = 1
export CORE_UTILIZATION = 40
--- ./constraint.sdc ---
current_design regfile

set clk_period 7.4
set clk_io_pct 0.2

create_clock -name clk0 -period $clk_period [get_ports {clk}]

set non_clock_inputs [all_inputs -no_clocks]
set_input_delay [expr $clk_period * $clk_io_pct] -clock clk0 $non_clock_inputs
set_output_delay [expr $clk_period * $clk_io_pct] -clock clk0 [all_outputs]
--- ./design.v ---
module regfile (
    input clk,                
    input we,                 
    input [4:0] rs1,          
    input [4:0] rs2,          
    input [4:0] rd,           
    input [31:0] wd,          
    output [31:0] rs1_data,        
    output [31:0] rs2_data         
);
    reg [31:0] register [0:31];
    assign rs1_data = (rs1 == 5'd0) ? 32'd0 : register[rs1];
    assign rs2_data = (rs2 == 5'd0) ? 32'd0 : register[rs2];
    always @(posedge clk) begin
        if ((!we) && (rd != 5'd0)) begin
            register[rd] <= wd;   
        end
    end
endmodule
==> results.sh <==
# physical design summary
export IMPL_worstSetupEndpointType="output pin"
export IMPL_die_h_um=348
export IMPL_top_logic_kind="multiplexers"
export IMPL_wl_per_cell_um=34.5
export IMPL_holdPathStages=2
export IMPL_synthDistinctLibCells=39
export IMPL_min_path_type="in -> reg"
export IMPL_clock_sinks=1024
export IMPL_ys_sh_aoi=0.0615
export IMPL_hold_viol_final=0
export IMPL_yosys_area_top_type="edfxtp_1"
export IMPL_cts_root_buf="clkbuf_16"
export IMPL_die_area_um2=121000
export IMPL_adder_share=0
export IMPL_dr_pass1_iters=5
export IMPL_rsz0062_at_grt="no"
export IMPL_grtUsageTotal=0.276
export IMPL_place_congestion=0.879
export IMPL_period_used=0.854
export IMPL_synthCells=2566
export IMPL_topCellsByArea="edfxtp_1 64%, mux4_2 15%, mux2i_1 6.7%"
export IMPL_clk_pin_slew_ns=0.06
export IMPL_async_flop_share=0
export IMPL_routed_via_density=6.37
export IMPL_final_setup_viol_count=0
export IMPL_critical_path_max_stage_delay_ns=0.68
export IMPL_grt_pass1_vias=31500
export IMPL_synth_simple_area_share=0.0219
export IMPL_most_common_cell="edfxtp_1"
export IMPL_crit_path_start_kind="input port"
export IMPL_slew_headroom=0.294
export IMPL_critPathArrivalTime_ns=4.84
export IMPL_grt_first_pass_wirelength_mm=217
export IMPL_cts_tree="built"
export IMPL_yosys_warnings=1
export IMPL_cp_required_ns=5.92
export IMPL_path_class="in -> out"
export IMPL_grt_max_degree=94
export IMPL_status="finished, final reports clean"
export IMPL_top_cells_by_count="1024 x edfxtp_1, 320 x mux2i_1, 316 x mux4_2"
export IMPL_cts_made_buffers=106
export IMPL_ys_sh_xor=0
export IMPL_largest_register="register"
export IMPL_coreArea_um2=118000
export IMPL_setup_tns_ns=0
export IMPL_place_port_buffers=112
export IMPL_ctsHoldBuffers=0
export IMPL_fp_utilization=0.405
export IMPL_yosys_cells=2566
export IMPL_edf_count=1024
export IMPL_drt_total_wl_mm=152
export IMPL_syn_area_um2=47900
export IMPL_worst_path_max_delay_cell="buf_4"
export IMPL_ctsResizeCount=0
export IMPL_drc=0
export IMPL_post_cts_setup_buffers=0
export IMPL_largest_reg_flops=1024
export IMPL_ys_seq_frac=0.642
export IMPL_ys_flops=1024
export IMPL_fin_crit_ns=6.32
export IMPL_io_pins=113
export IMPL_drv_slew=0
export IMPL_grt_overflow=0
export IMPL_cp_cell_sequence="buf_8 > buf_4 > nor2_2 > and3_2 > buf_4 > a211oi_1 > clkdlybuf4s50_1"
export IMPL_synthFlopType="edfxtp_1"
export IMPL_tool_warnings=26
export IMPL_holdWs_ns=1.62
export IMPL_die_x_um=348
export IMPL_yosysChipArea_um2=47900
export IMPL_antenna_found_initial=1
export IMPL_reg_top3="register: 1024 flops"
export IMPL_ys_sh_mux=0.250
export IMPL_drive_gt1_frac=0.259
export IMPL_cpMostUsedCell="buf_4"
export IMPL_fillers=9554
export IMPL_ir_drop_mv=0.175
export IMPL_drt_iter0_drc=1773
export IMPL_cap_violations=0
export IMPL_p_per_area_nw_per_um2=235
export IMPL_num_vias=28100
export IMPL_worstPathMaxFanout=58
export IMPL_rows=126
export IMPL_synth_top_cell_area_share=0.642
export IMPL_tightest_slew_ns=1.06
export IMPL_detail_route_antenna_nets=0
export IMPL_hpwlAfterDp_mm=86.8
export IMPL_syn2layout_area_growth_pct=13.8
export IMPL_htree_levels=3
export IMPL_cts_buffer_depth=3
export IMPL_synth_avg_cell_area_um2=18.7
export IMPL_p_leak_nw=17.6
export IMPL_fmax_mhz=158
power breakdown:
| group | internal (mW) | switching, mW | total [mW] |
|---|---|---|---|
| clock network | 2.90 | 2.21 | 5.12 |
| logic | 0.493 | 0.682 | 1.17 |
| registers | 6.47 | 0.0349 | 6.51 |
| total | 9.87 | 2.93 | 12.8 |
path summary, 6_finish.rpt:
| path | start | to | slack [ns] |
|---|---|---|---|
| max | rs2[2] | rs2_data[16] | 1.08 |
| min | wd[8] | register[20][8] | 1.62 |
logic make-up (layout without fill, tap and decap cells):
| kind of cell | Yosys count | count (layout) |
|---|---|---|
| flip-flops | 1024 | 1024 |
| buffers and inverters | 218 | 428 |
| AND/OR/NAND/NOR | 213 | 213 |
| other | 1 | 34 |
| multiplexers | 736 | 736 |
| AND-OR/OR-AND | 374 | 374 |
final cells by class:
type | instances | area (um2) | area share
diodes | 2 | 5.00 | 0.0000918
clock buffers | 136 | 2830 | 0.0519
clock inverters | 65 | 483 | 0.00886
inverters | 2 | 8.76 | 0.000161
multi-input cells | 1355 | 16400 | 0.301
flip-flops and latches | 1024 | 30700 | 0.564
well taps | 1600 | 2000 | 0.0367
repair buffers | 225 | 2060 | 0.0378
per-stage QoR:
| stage | cell area (um2) | worst slack, ns | std cells | power (mW) | utilization |
|---|---|---|---|---|---|
| 4_1_cts | 54500 | 1.04 | 4407 | 12.9 | 0.461 |
| 5_1_grt | 54500 | 0.974 | 4407 | 13.2 | 0.461 |
| 3_3_place_gp | 51200 | 1.06 | 4206 | 7.78 | 0.433 |
| 6_report | 54500 | 1.08 | 4409 | 12.8 | 0.461 |
| 3_5_place_dp | 51200 | 1.07 | 4206 | 7.80 | 0.433 |
| 2_1_floorplan | 48000 | 3.03 | 2597 | 7.27 | - |
worst max-delay path, delay by kind of cell:
kind            cells  cell delay [ns]
buf+inv             4             2.09
compound gates      1             0.65
simple gates        2             0.49
layer usage:
metal / track usage / share of wire / vias to the layer above
met5: 0.0272 / 0.0018 / -
met2: 0.399 / 0.46 / 2368
met1: 0.304 / 0.31 / 14000
met4: 0.0859 / 0.042 / 11
met3: 0.232 / 0.19 / 361
li1: - / - / 11300
cells in the final DEF, fill, tap and decap left out, drive strengths merged, types with 2 or more instances in the layout:
master and n:
clkinvlp 3, and2 2, diode 2, clkdlybuf4s50 102
o21ai 54, a21oi 32, nand4 32, bufinv 6
conb 32, a311oi 32, inv 5, mux2i 320
edfxtp 1024, nor2b 37, nand3b 5, buf 123
or3 3, a22oi 64, mux2 64, mux4 352
clkbuf 136, nor2 38, or3b 5, nand2 86
a211oi 64, o2111ai 10, clkinv 53, a221oi 54
o221ai 64
Power and IR drop assume default switching activity.
