### flow/config.mk
export PLATFORM = sky130hd
export DESIGN_NAME = barrel_shifter
export DESIGN_NICKNAME = barrel_shifter
export VERILOG_FILES = /design/flow/design.v
export SDC_FILE = /design/flow/constraint.sdc
export NUM_CORES = 4
export LEC_CHECK = 1
export CORE_UTILIZATION = 40
### flow/constraint.sdc
current_design barrel_shifter

set clk_period 5.3
set clk_io_pct 0.2

create_clock -name clk0 -period $clk_period

set non_clock_inputs [all_inputs -no_clocks]
set_input_delay [expr $clk_period * $clk_io_pct] -clock clk0 $non_clock_inputs
set_output_delay [expr $clk_period * $clk_io_pct] -clock clk0 [all_outputs]
### flow/design.v
module barrel_shifter (
    input  wire [31:0] data_in,   
    input  wire [4:0]  shift_amt,  
    input  wire [1:0]  shift_type,  
    output wire [31:0] data_out    
);
    wire [31:0] stage1, stage2, stage3, stage4, stage5;
    assign stage1 = shift_amt[4] ? (shift_type == 2'b00 ? data_in << 16 : 
                                   (shift_type == 2'b01 ? data_in >> 16 : 
                                    {{16{data_in[31]}}, data_in[31:16]})) : data_in;
    assign stage2 = shift_amt[3] ? (shift_type == 2'b00 ? stage1 << 8 : 
                                   (shift_type == 2'b01 ? stage1 >> 8 : 
                                    {{8{stage1[31]}}, stage1[31:8]})) : stage1;
    assign stage3 = shift_amt[2] ? (shift_type == 2'b00 ? stage2 << 4 : 
                                   (shift_type == 2'b01 ? stage2 >> 4 : 
                                    {{4{stage2[31]}}, stage2[31:4]})) : stage2;
    assign stage4 = shift_amt[1] ? (shift_type == 2'b00 ? stage3 << 2 : 
                                   (shift_type == 2'b01 ? stage3 >> 2 : 
                                    {{2{stage3[31]}}, stage3[31:2]})) : stage3;
    assign stage5 = shift_amt[0] ? (shift_type == 2'b00 ? stage4 << 1 : 
                                   (shift_type == 2'b01 ? stage4 >> 1 : 
                                    {{1{stage4[31]}}, stage4[31:1]})) : stage4;
    assign data_out = stage5;  
endmodule
### flow/run.sh
#!/bin/bash
# OpenROAD 26Q1-2900-gdf79404cd8, Yosys 0.63+post, stock flow scripts
make -C /OpenROAD-flow-scripts/flow DESIGN_CONFIG=/design/flow/config.mk WORK_HOME=/design/flow/orfs finish
==> reports/results.txt <==
status: complete, no violations
Final Routed Wirelength: 23,200 um
number of warnings in the stage logs: 33
port bufs: 71
hold path cells: 3
Max Fclk: 191 MHz
Pre-Place Util: 41.5%
Yosys cell types: 81
layout cell share with drive strength beyond 1: 12.6%
Worst Path Max Fanout: 19
P_sw: 0.000375 W
yosys stat area: 4540 um2
post-route ant nets: 0
clock group share of total power: 0%
chip area: 11,800 um2
Slew Limit Fails: 0
synth warn: 0
Area leader share: 6.51%
worst-path cell chain: clkdlybuf4s50_1, buf_12, buf_4, nor3_2, nand2_1, a32o_1, a21o_1, a31oi_1, a211oi_1, a311oi_1, clkdlybuf4s50_1
most used cell, CP: clkdlybuf4s50_1
aggregate global-route resource usage: 40.5%
WL per Instance: 25.0 um
Hold Crit Class: in -> out
Max VDD drop: 0.0659 mV
PwrDens: 118 nW/um2
cycle use final: 99.0%
Detailed Place HPWL: 17,500 um
Internal Power: 0.000282 W
Top Usage Layer GRT: met2
area grow syn2layout: 22.6%
gp weighted congestion: 1.02
Critical Path RT: 4240 ps
layout clock buffer count: 0
drt drc: 0
first-pass GRT wire length: 35,400 um
Avg Cell Area, Syn: 6.16 um2
vias in the first global route: 6,038
routed vias/inst: 7.12
post-route cell area: 5560 um2
met1 GRT Util: 55.5%
register area: 0 um2
crit path DAT: 4190 ps
max incr delay on CP: 520 ps
Layout Cells excl Fill: 926
die height: 109 um
top cells, area: a21oi_1 6.5%, nand2_1 6.2%, mux2i_1 5.7%
drt pass-1 iters: 6
Hold Fails Final Rpt: 0
fin util: 50.9%
met2 usage: 61.3%
Tmin final: 5250 ps
Core Rows: 38
Critical Path Start Type: input port
largest net degree at the start of global routing: 52
cts hold-fix bufs: 0
RSZ-0062 raised after global routing: true
antenna violations before repair: 0
GRT Residual Overflow: 0
hold path start: shift_amt[1]
Mapped Area: 4540 um2
ys cells: 737
P_leak: 2.10 nW
dpl cell area: 5520 um2
Seq share, synth: 0%
DR iter-0 viols: 1,026
sw frac: 57.0%
slowest CP cell: clkdlybuf4s50_1
Post-Synthesis Cells: 737
Worst-Margin Slew: 840 ps
top post-synthesis cells by count: 75 x nand2_1, 67 x nor2_1, 59 x a21oi_1, 46 x o21ai_0, 38 x clkbuf_1
final setup TNS: 0 ps
cell with the most instances after synthesis: nand2_1
setup violators final: 0
Ports: 71
Crit. End Element: primary output
part of the power in registers: 0%
core area: 10,900 um2
Logic pwr share: 100.0%
WS Path Type: in -> out
n_diodes: 0
Inst Count DP: 925
Filler cells: 1,108
DIE WIDTH: 109 um
Worst Setup SP: shift_type[0]
Max-Cap Viols: 0
flip-flops: 0
Max-slew headroom: 43.8%
via count: 6,595
Synth area leader: a21oi_1
met3 Use GR: 7.12%
[power by group through the flow]
stage | Combinational, W | Sequential (W) | Clock [W]
CTS | 0.000631 | 0 | 0
global route | 0.000698 | 0 | 0
finish | 0.000657 | 0 | 0
[logic make-up (layout without fill, tap and decap cells)]
| group | count (synthesis) | count (layout) | share of synthesized area [%] |
|---|---|---|---|
| compound gates | 339 | 339 | 52.6 |
| simple gates | 269 | 269 | 29.4 |
| buf+inv | 92 | 141 | 9.29 |
| mux | 37 | 37 | 8.71 |
[critical path, delay by kind of cell]
family / cells / cell delay (ps)
buffers and inverters: 4 / 1360
AND-OR/OR-AND: 5 / 1340
AND/OR/NAND/NOR: 2 / 410
[layout make-up]
class                      instances  area, um2  area share [%]
timing repair buffer             132       1210            21.7
tap                              140        175            3.15
multi-input combinational        645       4150            74.6
inverter                           9       33.8           0.607
[worst paths after layout]
check | slack (ps) | to
hold / removal | 2980 | data_out[11]
setup / recovery | 50 | data_out[14]
[cells in the final DEF, fill, tap and decap left out, types with 19 or more instances in the layout]
cell type        instances
a31oi_1                 21
nor2_1                  67
a211oi_1                27
clkdlybuf4s50_1         66
mux2i_1                 25
buf_4                   56
nand3_1                 27
o211ai_1                19
a21oi_1                 57
o21ai_0                 46
nand2_1                 75
[per-stage QoR]
step           power [W]  worst slack [ps]  hold slack (ps)
2_1_floorplan   0.000359              1470             2330
3_3_place_gp    0.000630              44.6             2950
3_5_place_dp    0.000627              40.3             2950
4_1_cts         0.000631              31.9             2960
5_1_grt         0.000698             -74.1             3050
6_report        0.000657              54.3             2980
[timing repair]
action                     CTS  global route
resized                      0             8
buffers inserted             0             1
setup endpoints to repair    0            13
[metal layers]
layer	part of all wire (%)	up-vias	wire, um
li1	-	2976	-
met1	40	3089	9210
met2	43	446	10100
met3	11	84	2500
met4	6.1	0	1410
met5	0	-	0
No activity file was given, so power comes from the tool's default toggle rates.
