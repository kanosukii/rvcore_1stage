==> design.v <==
module ctr(
	input [31:0]instr,  
	output [31:0]imm,   
	output [3:0]alu_ctr,  
	output alu_b_ctr,   
	output [3:0]bxx,  
	output jal,
	output jalr,
	output reg_we,
	output mem_we,
	output [2:0]mem2reg,
	output [2:0]data_mem_opr,
	output [3:0]data_mem_opw
);
	wire [6:0]op;
	wire [2:0]fun3;
	wire [6:0]fun7;
	wire [31:0]immI,immU,immS,immB,immJ;
	reg [31:0]out_imm;
	assign  op  = instr[6:0];
	assign  fun3  = instr[14:12];
	assign  fun7  = instr[31:25];
	assign immI = {{20{instr[31]}}, instr[31:20]};
	assign immU = {instr[31:12], 12'b0};
	assign immS = {{20{instr[31]}}, instr[31:25], instr[11:7]};
	assign immB = {{20{instr[31]}}, instr[7], instr[30:25], instr[11:8], 1'b0};
	assign immJ = {{12{instr[31]}}, instr[19:12], instr[20], instr[30:21], 1'b0};
	wire type_J,type_U,type_S,type_B,type_I,type_R;
	wire op_0110_111 = (op == 7'b0110_111) ? 1'b1 : 1'b0;
	wire op_0010_111 = (op == 7'b0010_111) ? 1'b1 : 1'b0;
	wire op_1101_111 = (op == 7'b1101_111) ? 1'b1 : 1'b0;
	wire op_1100_111 = (op == 7'b1100_111) ? 1'b1 : 1'b0;
	wire op_1100_011 = (op == 7'b1100_011) ? 1'b1 : 1'b0;
	wire op_0000_011 = (op == 7'b0000_011) ? 1'b1 : 1'b0;
	wire op_0100_011 = (op == 7'b0100_011) ? 1'b1 : 1'b0;
	wire op_0010_011 = (op == 7'b0010_011) ? 1'b1 : 1'b0;
	wire op_0110_011 = (op == 7'b0110_011) ? 1'b1 : 1'b0;
	assign type_J = op_1101_111 ;
	assign type_U = op_0110_111 | op_0010_111;
	assign type_S = op_0100_011 ;
	assign type_B = op_1100_011 ;
	assign type_I = op_0010_011 | op_1100_111 | op_0000_011 ;
	assign type_R = op_0110_011 ;
	always @(*)begin
	out_imm = 32'b0;
	if(type_J) out_imm = immJ;
	if(type_U) out_imm = immU;
	if(type_S) out_imm = immS;
	if(type_B) out_imm = immB;
	if(type_I) out_imm = immI;
end
	assign imm = out_imm;
	assign alu_b_ctr = (type_R | type_B) ? 1'b0 : 1'b1;
	wire fun3_000 = (fun3 == 3'b000) ? 1'b1 : 1'b0;
	wire fun3_001 = (fun3 == 3'b001) ? 1'b1 : 1'b0;
	wire fun3_010 = (fun3 == 3'b010) ? 1'b1 : 1'b0;
	wire fun3_011 = (fun3 == 3'b011) ? 1'b1 : 1'b0;
	wire fun3_100 = (fun3 == 3'b100) ? 1'b1 : 1'b0;
	wire fun3_101 = (fun3 == 3'b101) ? 1'b1 : 1'b0;
	wire fun3_110 = (fun3 == 3'b110) ? 1'b1 : 1'b0;
	wire fun3_111 = (fun3 == 3'b111) ? 1'b1 : 1'b0;
	reg [3:0]alu_ctr_temp;
	always @(*)begin
	alu_ctr_temp = 4'b0000;
	if((type_R && fun3_000 && !fun7[5]) || op_1100_111 || (op_0010_011 && fun3_000) || op_0100_011 || op_0000_011) alu_ctr_temp = 4'b0000;  
	if((type_R && fun3_000 && fun7[5]) || (type_B && (fun3_000 || fun3_001))) alu_ctr_temp = 4'b1000;  
	if((type_R ||  op_0010_011) && fun3_001) alu_ctr_temp = 4'b0001;  
	if((type_R || op_0010_011) && fun3_011 || (type_B && (fun3_110 || fun3_111))) alu_ctr_temp = 4'b0011;  
	if(((type_R || op_0010_011) && fun3_010) || (type_B && (fun3_100 || fun3_101))) alu_ctr_temp = 4'b0010;  
	if((type_R || op_0010_011) && fun3_100) alu_ctr_temp = 4'b0100;  
	if((type_R || op_0010_011) && (fun3_101 && !fun7[5])) alu_ctr_temp = 4'b0101;  
	if((type_R || op_0010_011) && fun3_101 && fun7[5]) alu_ctr_temp = 4'b1101;  
	if((type_R || op_0010_011) && fun3_110) alu_ctr_temp = 4'b0110;  
	if((type_R || op_0010_011) && fun3_111) alu_ctr_temp = 4'b0111;  
end
	assign alu_ctr = alu_ctr_temp;
	assign bxx[2:0] = fun3;
	assign bxx[3] = type_B;	
	assign jal = type_J;
	assign jalr = op_1100_111;	
	assign reg_we = (type_B || type_S) ? 1'b1 : 1'b0;
	assign mem_we = type_S ? 1'b1 : 1'b0;
	assign data_mem_opr = fun3;
	reg [3:0]data_mem_opw_temp;
	always @(*)begin
	data_mem_opw_temp = 4'b0000;
	if(fun3[1:0] == 2'b00) data_mem_opw_temp = 4'b0001;
	if(fun3[1:0] == 2'b01) data_mem_opw_temp = 4'b0011;
	if(fun3[1:0] == 2'b10) data_mem_opw_temp = 4'b1111;
end
	assign data_mem_opw = data_mem_opw_temp;
	reg [2:0]mem2reg_temp;
	always @(*)begin
	mem2reg_temp = 3'b000;
	if(type_R || op_0010_011) mem2reg_temp = 3'b000;	 
	if(op_0000_011) mem2reg_temp = 3'b001;  
	if(type_J || op_1100_111) mem2reg_temp = 3'b010;  
	if(op_0110_111) mem2reg_temp = 3'b011;  
	if(op_0010_111) mem2reg_temp = 3'b100;  
end
	assign mem2reg = mem2reg_temp;
endmodule
==> run.sh <==
#!/bin/bash
# OpenROAD 26Q1-2900-gdf79404cd8, Yosys 0.63+post, stock flow scripts
make -C /OpenROAD-flow-scripts/flow DESIGN_CONFIG=/design/flow/config.mk WORK_HOME=/design/flow/orfs finish
==> config.mk <==
export PLATFORM = sky130hd
export DESIGN_NAME = ctr
export DESIGN_NICKNAME = ctr
export VERILOG_FILES = /design/flow/design.v
export SDC_FILE = /design/flow/constraint.sdc
export NUM_CORES = 4
export LEC_CHECK = 1
export CORE_AREA = 10 10 72 72
export DIE_AREA = 0 0 82 82
==> constraint.sdc <==
current_design ctr

set clk_period 3.6
set clk_io_pct 0.2

create_clock -name clk0 -period $clk_period

set non_clock_inputs [all_inputs -no_clocks]
set_input_delay [expr $clk_period * $clk_io_pct] -clock clk0 $non_clock_inputs
set_output_delay [expr $clk_period * $clk_io_pct] -clock clk0 [all_outputs]
==> flow_metrics.py <==
# Synthesis and PnR figures
metrics = {
    "run_status": {
        "status": "finished clean",
    },
    "route": {
        "diodes": 0,
        "wl_per_cell_um": 15.3,
        "vias_per_cell": 4.57,
        "drc": 0,
        "wl_met2_um": 1820,
        "top_layer": "met3",
        "drt_iter0_drc": 91,
        "drt_first_pass_iters": 4,
        "route.met3.wl_um": 414,
        "wl_met1_um": 1620,
        "vias": 1157,
        "ant_nets": 0,
        "routed_wl_um": 3860,
    },
    "logic_synthesis": {
        "synth_area_um2": 790,
        "yosys.cell_types.count": 41,
        "top_cell_area_share_pct": 20.0,
        "syn_inst": 114,
        "yosys_warnings": 1,
        "yosys.area.top_type": "a21o_1",
        "ys_seq_share_pct": 0,
        "topCellsByArea": "a21o_1 20%, buf_4 9.5%, ha_1 6.3%, nor2b_1 6.3%, a22o_1 5.5%",
        "ys_cells": 114,
        "synth_chip_area_um2": 790,
        "syn_avg_cell_area_um2": 6.93,
    },
    "power": {
        "powerDensity_nw_per_um2": 65.1,
        "ir_worst_vdd_mv": 0.0423,
        "p_leak_uw": 0.000918,
        "total_power_uw": 117,
    },
    "timing": {
        "drv_slew": 0,
        "finalCritPeriodShare_pct": 96.9,
        "hold_violations": 0,
        "worst_slack_ns": 0.112,
        "finalSetupTns_ns": 0,
        "finalSetupViolations": 0,
        "relSlewSlack_pct": 73.4,
        "tightest_slew_ns": 0.397,
        "max_freq_ghz": 0.287,
        "period_needed_ns": 3.49,
    },
    "worst_setup_path": {
        "arrival_ns": 2.77,
        "path_max_fanout": 7,
        "crit_top_cell": "clkdlybuf4s50_1",
        "criticalPathCategory": "primary input to output port",
        "cp_cell_sequence": "clkdlybuf4s50_1 > nand4b_1 > or2_4 > a31oi_2 > buf_4 > a21o_1 > clkdlybuf4s50_1",
        "startpoint_type": "primary input",
        "cp_slowest_cell": "clkdlybuf4s50_1",
        "max_stage_delay_ns": 0.53,
        "crit_required_ns": 2.88,
        "cp-end-kind": "output port",
    },
    "cells_and_area": {
        "syn_to_final_growth_pct": 128,
        "utilization_pct": 48.9,
        "comb_area_um2": 697,
        "nFillCells": 346,
        "seq_area_um2": 0,
        "final_cell_mix": "80 x clkdlybuf4s50_1, 21 x a21o_1, 16 x buf_4",
        "nClkBuffers": 0,
        "seq_cells": 0,
        "drive_above_1_share_pct": 16.6,
        "final_common_cell": "clkdlybuf4s50_1",
    },
    "place": {
        "dp_hpwl_um": 3320,
        "dp_slack_ns": 0.00539,
        "io_buffers": 87,
        "place_congestion": 0.942,
    },
    "floorplan": {
        "chipArea_um2": 6720,
        "die_y_um": 82,
        "rows": 22,
        "die_width_um": 82,
        "core-area_um2": 3690,
        "initCoreUtil_pct": 21.4,
        "ios": 87,
    },
    "run": {
        "warnings": 35,
        "maxCapViolCount": 0,
    },
    "global_routing": {
        "grtUsageTotal_pct": 10.8,
        "grt_max_degree": 14,
        "grt_first_pass_wirelength_um": 6000,
        "grt_pass1_vias": 1214,
        "grt_overflow": 0,
        "antenna_found_initial": 0,
    },
    "hold_path": {
        "hold_path.class": "primary input to output port",
    },
}
-- timing repair --
item,in CTS,in global routing
gates resized,0,18
buffers inserted,0,1
hold buffers,0,0
setup endpoints to repair,0,23
-- through the flow --
step / hold WS, ns / instance area (um^2) / cells
3_3_place_gp: 2.39 / 1740 / 252
3_5_place_dp: 2.39 / 1740 / 252
4_1_cts: 2.39 / 1740 / 252
2_1_floorplan: 1.45 / 790 / 114
6_report: 2.07 / 1800 / 253
5_1_grt: 2.11 / 1800 / 253
-- routing by layer --
metal / vias up / track usage (%)
met5: - / 0
met4: 0 / 0
met3: 0 / 4.41
met2: 40 / 18.0
met1: 515 / 13.6
li1: 602 / -
-- power by group --
group	total [uW]	leakage, uW	internal (uW)	switching (uW)
sequential	0	0	0	0
combinational	117	0.000918	78.2	39.1
clock	0	0	0	0
-- critical path, delay by kind of cell --
| kind | cells | cell delay (ns) |
|---|---|---|
| buf+inv | 3 | 1.18 |
| compound gates | 2 | 0.28 |
| simple gates | 2 | 0.59 |
-- synth_stat cells --
cell type  number
buf_2           1
o41ai_1         1
o21a_2          1
nand3b_1        1
buf_6           1
nor2b_1         8
buf_4          10
a22o_1          5
and3b_1         1
o22ai_1         2
a21oi_1         1
o21ai_0         5
o221a_2         1
nand2b_1        3
inv_1           6
nand4b_1        1
a2bb2o_1        1
nand4_1         1
a21o_1         21
nand4bb_1       1
and3_1          2
clkbuf_2        1
and2_1          1
a31oi_2         1
o32ai_1         1
a2111o_1        1
nor4_1          2
nand3_1         2
inv_2           1
and4bb_1        1
nand2_1         5
ha_1            4
nor3_1          1
o21ai_1         1
or3_1           1
o31a_1          1
a32oi_1         1
nor2_1          7
mux2_2          1
o221ai_1        1
or2_2           6
-- area by class of cell --
type	instances	share of cell area [%]
multi-input combinational	94	38.7
timing repair buffer	104	56.6
inverter	7	1.46
tap	48	3.33
-- final timing paths --
path,endpoint,cells past startpoint,slack [ns],startpoint
max,imm[30],7,0.11,instr[0]
min,mem2reg[2],3,2.07,instr[5]
-- cells by family after synthesis --
| group | synth area share [%] |
|---|---|
| multiplexers | 1.43 |
| AND-OR/OR-AND | 43.9 |
| AND/OR/NAND/NOR | 32.8 |
| adder cells (fa/ha/maj) | 6.34 |
| buffers and inverters | 15.5 |
Power figures rest on the tool's default switching activity, not on a simulated workload.
